===== design/flow/run.sh =====
#!/bin/bash
# OpenROAD 26Q1-2900-gdf79404cd8, Yosys 0.63+post, stock flow scripts
make -C /OpenROAD-flow-scripts/flow DESIGN_CONFIG=/design/flow/config.mk WORK_HOME=/design/flow/orfs finish

===== design/flow/config.mk =====
export PLATFORM = sky130hd
export DESIGN_NAME = DE10_Lite_wr
export DESIGN_NICKNAME = DE10_Lite_wr
export VERILOG_FILES = /design/flow/design.v
export SDC_FILE = /design/flow/constraint.sdc
export NUM_CORES = 4
export LEC_CHECK = 1
export CORE_UTILIZATION = 40

===== design/flow/constraint.sdc =====
current_design DE10_Lite_wr

set clk_period 10.4
set clk_io_pct 0.2

create_clock -name clk0 -period $clk_period [get_ports {MAX10_CLK1_50}]

set non_clock_inputs [all_inputs -no_clocks]
set_input_delay [expr $clk_period * $clk_io_pct] -clock clk0 $non_clock_inputs
set_output_delay [expr $clk_period * $clk_io_pct] -clock clk0 [all_outputs]

===== design/flow/design.v =====
module segmentos_7(
	input [7:0] data_segmentos_in,
	output reg [6:0] data_segmentos_out
);
always @(*)
begin
	case(data_segmentos_in)
		0:
			data_segmentos_out = 7'h40;
		1:
			data_segmentos_out = 7'h79;
		2:
			data_segmentos_out = 7'h24;
		3:
			data_segmentos_out = 7'h30;
		4:
			data_segmentos_out = 7'h19;
		5:
			data_segmentos_out = 7'h12;
		6:
			data_segmentos_out = 7'h02;
		7:
			data_segmentos_out = 7'h78;
		8:
			data_segmentos_out = 7'h00;
		9:
			data_segmentos_out = 7'h18;
		default:
			data_segmentos_out = 7'h7E;
	endcase
end
endmodule
module DE10_Lite_wr(
	input       MAX10_CLK1_50,  
	input [9:0] SW,    
	input [1:0] KEY,  
	output   [9:0]   LEDR,
	output [6:0] HEX0, HEX1, HEX2, HEX3, HEX4, HEX5
);
wire tx_transmiter_out;
reg [7:0] data_transmit;
wire [7:0] received_data;  
reg [3:0] RECEIVER_units;
reg [3:0] RECEIVER_tens;
reg [2:0] RECEIVER_hundreds;
always @(received_data) begin
	RECEIVER_units = received_data % 10;
	RECEIVER_tens = (received_data / 10) % 10;
	RECEIVER_hundreds = (received_data / 100) % 100;
end
segmentos_7 RECEIVER_DISPLAY1(
	.data_segmentos_in(RECEIVER_units),
	.data_segmentos_out(HEX0)
);
segmentos_7 RECEIVER_DISPLAY2(
	.data_segmentos_in(RECEIVER_tens),
	.data_segmentos_out(HEX1)
);
segmentos_7 RECEIVER_DISPLAY3(
	.data_segmentos_in(RECEIVER_hundreds),
	.data_segmentos_out(HEX2)
);
reg [3:0] TRANSMITER_units;
reg [3:0] TRANSMITER_tens;
reg [2:0] TRANSMITER_hundreds;
always @(SW[7:0]) begin
	TRANSMITER_units = SW[7:0] % 10;
	TRANSMITER_tens = (SW[7:0] / 10) % 10;
	TRANSMITER_hundreds = (SW[7:0] / 100) % 100;
end
segmentos_7 TRANSMITER_DISPLAY1(
	.data_segmentos_in(TRANSMITER_units),
	.data_segmentos_out(HEX3)
);
segmentos_7 TRANSMITER_DISPLAY2(
	.data_segmentos_in(TRANSMITER_tens),
	.data_segmentos_out(HEX4)
);
segmentos_7 TRANSMITER_DISPLAY3(
	.data_segmentos_in(TRANSMITER_hundreds),
	.data_segmentos_out(HEX5)
);
always @(posedge MAX10_CLK1_50)
begin
	if(SW[9])
		data_transmit = SW[7:0];
	else
		data_transmit = 8'b0;
end
TOP BOARD1(
    	.Clk(MAX10_CLK1_50)      ,
    	.Rst_n(KEY[0])    	    ,   
   	.Rx()                    ,    
    	.Tx(tx_transmiter_out)   ,
		.RxData() 		          ,
		.TxData(data_transmit)
);
TOP BOARD2(
    	.Clk(MAX10_CLK1_50)      ,
    	.Rst_n(KEY[0])    	    ,   
   	.Rx(tx_transmiter_out)   ,    
    	.Tx()                    ,
		.RxData(received_data)   ,
		.TxData()
);
endmodule
module TOP(
    	Clk                     ,
    	Rst_n                   ,   
   	Rx                      ,    
    	Tx                      ,
		RxData		            ,
		TxData 
);
input           Clk             ;  
input           Rst_n           ;  
input           Rx              ;  
input [7:0]     TxData          ;  
output          Tx              ;  
output [7:0]    RxData          ;  
wire          	RxDone          ;  
wire          	TxDone          ;  
wire            tick		;  
wire          	TxEn            ;
wire 		RxEn		;
wire [3:0]      NBits    	;
wire [15:0]    	BaudRate        ;  
assign 		RxEn = 1'b1	;
assign 		TxEn = 1'b1	;
assign 		BaudRate = 16'd325; 	 
assign 		NBits = 4'b1000	;	 
UART_rs232_rx I_RS232RX(
    	.Clk(Clk)             	,
   	.Rst_n(Rst_n)         	,
    	.RxEn(RxEn)           	,
    	.RxData(RxData)       	,
    	.RxDone(RxDone)       	,
    	.Rx(Rx)               	,
    	.Tick(tick)           	,
    	.NBits(NBits)
    );
UART_rs232_tx I_RS232TX(
   	.Clk(Clk)            	,
    	.Rst_n(Rst_n)         	,
    	.TxEn(TxEn)           	,
    	.TxData(TxData)      	,
   	.TxDone(TxDone)      	,
   	.Tx(Tx)               	,
   	.Tick(tick)           	,
   	.NBits(NBits)
    );
UART_BaudRate_generator I_BAUDGEN(
    	.Clk(Clk)               ,
    	.Rst_n(Rst_n)           ,
    	.Tick(tick)             ,
    	.BaudRate(BaudRate)
    );
endmodule
module UART_BaudRate_generator(
    Clk                   ,
    Rst_n                 ,
    Tick                  ,
    BaudRate
    );
input           Clk                 ;  
input           Rst_n               ;  
input [15:0]    BaudRate            ;  
output          Tick                ;  
reg [15:0]      baudRateReg         ;  
always @(posedge Clk or negedge Rst_n)
    if (!Rst_n) baudRateReg <= 16'b1;
    else if (Tick) baudRateReg <= 16'b1;
         else baudRateReg <= baudRateReg + 1'b1;
assign Tick = (baudRateReg == BaudRate);
endmodule
module UART_rs232_rx (Clk,Rst_n,RxEn,RxData,RxDone,Rx,Tick,NBits);		 
input Clk, Rst_n, RxEn,Rx,Tick;		 
input [3:0]NBits;			 
output RxDone;				 
output [7:0]RxData;			 
parameter  IDLE = 1'b0, READ = 1'b1; 	 
reg [1:0] State, Next;			 
reg  read_enable = 1'b0;		 
reg  start_bit = 1'b1;			 
reg  RxDone = 1'b0;			 
reg [4:0]Bit = 5'b00000;		 
reg [3:0] counter = 4'b0000;		 
reg [7:0] Read_data= 8'b00000000;	 
reg [7:0] RxData;			 
always @ (posedge Clk or negedge Rst_n)			 
begin
if (!Rst_n)	State <= IDLE;				 
else 		State <= Next;				 
end
always @ (State or Rx or RxEn or RxDone)
begin
    case(State)	
	IDLE:	if(!Rx & RxEn)		Next = READ;	  
		else			Next = IDLE;
	READ:	if(RxDone)		Next = IDLE; 	  
		else			Next = READ;
	default 			Next = IDLE;
    endcase
end
always @ (State or RxDone)
begin
    case (State)
	READ: begin
		read_enable <= 1'b1;			 
	      end
	IDLE: begin
		read_enable <= 1'b0;			 
	      end
    endcase
end
always @ (posedge Tick)
	begin
	if (read_enable)
	begin
	RxDone <= 1'b0;							 
	counter <= counter+1;						 
	if ((counter == 4'b1000) & (start_bit))				 
	begin
	start_bit <= 1'b0;
	counter <= 4'b0000;
	end
	if ((counter == 4'b1111) & (!start_bit) & (Bit < NBits))	 
	begin
	Bit <= Bit+1;
	Read_data <= {Rx,Read_data[7:1]};
	counter <= 4'b0000;
	end
	if ((counter == 4'b1111) & (Bit == NBits)  & (Rx))		 
	begin
	Bit <= 4'b0000;
	RxDone <= 1'b1;
	counter <= 4'b0000;
	start_bit <= 1'b1;						 
	end
	end
end
always @ (posedge Clk)
begin
if (NBits == 4'b1000)
begin
RxData[7:0] <= Read_data[7:0];	
end
if (NBits == 4'b0111)
begin
RxData[7:0] <= {1'b0,Read_data[7:1]};	
end
if (NBits == 4'b0110)
begin
RxData[7:0] <= {1'b0,1'b0,Read_data[7:2]};	
end
end
endmodule
module UART_rs232_tx (Clk,Rst_n,TxEn,TxData,TxDone,Tx,Tick,NBits);	 
input Clk, Rst_n, TxEn,Tick;	 
input [3:0]NBits;		 
input [7:0]TxData;		 
output Tx;
output TxDone;
parameter  IDLE = 1'b0, WRITE = 1'b1;	 
reg  State, Next;			 
reg  TxDone = 1'b0;			 
reg  Tx;				 
reg write_enable = 1'b0;		 
reg start_bit = 1'b1;			 
reg stop_bit = 1'b0;			 
reg [4:0] Bit = 5'b00000;		 
reg [3:0] counter = 4'b0000;		 
reg [7:0] in_data=8'b00000000;		 
reg [1:0] R_edge;			 
wire D_edge;				 
always @ (posedge Clk or negedge Rst_n)			 
begin
if (!Rst_n)	State <= IDLE;				 
else 		State <= Next;				 
end
always @ (State or D_edge or TxData or TxDone) 
begin
    case(State)	
	IDLE:	if(D_edge)		Next = WRITE;		 
		else			Next = IDLE;
	WRITE:	if(TxDone)		Next = IDLE;  		 
		else			Next = WRITE;
	default 			Next = IDLE;
    endcase
end
always @ (State)
begin
    case (State)
	WRITE: begin
		write_enable <= 1'b1;	 
	end
	IDLE: begin
		write_enable <= 1'b0;	 
	end
    endcase
end
always @ (posedge Tick)
begin
	if (!write_enable)				 
	begin
	TxDone = 1'b0;
	start_bit <=1'b1;
	stop_bit <= 1'b0;
	end
	if (write_enable)				 
	begin
	counter <= counter+1;				 
	if(start_bit & !stop_bit)			 
	begin
	Tx <=1'b0;					 
	in_data <= TxData;				 
	end		
	if ((counter == 4'b1111) & (start_bit) )	 
	begin		
	start_bit <= 1'b0;
	in_data <= {1'b0,in_data[7:1]};
	Tx <= in_data[0];
	end
	if ((counter == 4'b1111) & (!start_bit) &  (Bit < NBits-1))	 
	begin		
	in_data <= {1'b0,in_data[7:1]};
	Bit<=Bit+1;
	Tx <= in_data[0];
	start_bit <= 1'b0;
	counter <= 4'b0000;
	end	
	if ((counter == 4'b1111) & (Bit == NBits-1) & (!stop_bit))	 
	begin
	Tx <= 1'b1;	
	counter <= 4'b0000;	
	stop_bit<=1'b1;
	end
	if ((counter == 4'b1111) & (Bit == NBits-1) & (stop_bit) )	 
	begin
	Bit <= 4'b0000;
	TxDone <= 1'b1;
	counter <= 4'b0000;
	end
	end
end
always @ (posedge Clk or negedge Rst_n)
begin
	if(!Rst_n)
	begin
	R_edge <= 2'b00;
	end
	else
	begin
	R_edge <={R_edge[0], TxEn};
	end
end
assign D_edge = !R_edge[1] & R_edge[0];
endmodule

==> flow_summary.toml <==
# synthesis and place-and-route metrics
[detailed_routing]
diodes = 0
drt_first_iter_violations = 347
first_pass_iters = 5
vias = 5491
drc = 0
routed_via_density = 5.44
final_antenna_net_count = 0
routedWlPerCell_um = 12.9
drt-total-wl_um = 13000

[grt]
grtUsageMet3_pct = 1.04
grt_overflow = 0
grt_pass1_vias = 4845
grt_use_total_pct = 14.9
grt_max_degree = 38
grt_use_met2_pct = 22.4
top_usage_layer = "met1"
grt_pass1_wl_um = 22400
grt_antenna_before_repair = 0
use_met1_pct = 25.0

[critical_path]
crit_top_cell = "ha_1"
cp_max_fo = 16
path_cells = "clkdlybuf4s50_1 > nor2_1 > inv_1 > ha_1 > nand2b_1 > o21a_1 > o221ai_1 > and3_4 > nand2_4 > inv_2 > ha_1 > inv_1 > ha_1 > nand2b_1 > a21o_1 > a2111oi_0 > a21oi_1 > a21oi_1 > ha_1 > or4b_1 > o21ai_1 > clkdlybuf4s50_1"
crit_path_end_kind = "output port"
cp_slowest_stage_delay_ns = 0.65
r2r_cells = 6
startpoint_type = "primary input"
worstSetupPathType = "in2out"
cp.arrival_ns = 7.70
required_ns = 8.32
crit_slowest_cell = "clkdlybuf4s50_1"

[die]
core_um2 = 16800
dieArea_um2 = 17900
ioPinCount = 65
rows = 47
die_height_um = 134
initial_core_util_pct = 41.5
fp.dieW_um = 134

[power]
power_frac_clock_pct = 30.9
ir_drop_v = 0.0000577
p_seq_share_pct = 37.6
p_sw_w = 0.000165
switching_share_pct = 29.9
power_leakage_nw = 3.14
power.density_nw_per_um2 = 71.5
intPower_w = 0.000388
power_frac_comb_pct = 31.5

[clock_network]
clk_transition_reported_paths_ns = 0.07
cts_setup_buffers = 0
clk_latency_ns = 0.29
htree_levels = 2
cts_buffer_depth = 2
cts_root_buffer = "clkbuf_16"
cts_tree = "yes"
cts_resized = 0
cts_buffers = 5
ctsHoldBuffers = 0

[synth]
synth_area_um2 = 6960
top_cell = "nor2_1"
syn_avg_cell_area_um2 = 9.23
synth_top_area_share_pct = 16.0
synth_chip_area_um2 = 6960
synthFlopType = "edfxtp_1"
yosys-top-cells-area = "edfxtp_1 16%, dfrtp_1 12%, ha_1 7.2%"
synth_warnings = 21
synthDistinctLibCells = 98
netlist_top_cells_count = "60 x nor2_1, 46 x inv_1, 46 x nand2_1, 40 x ha_1, 38 x a21oi_1"
synth-seq-cells = 94
ys_cells = 754
edf_count = 37
syn_inst = 754
largest_area_cell = "edfxtp_1"
synth-async-reset-ratio_pct = 39.4

[timing]
final-setup-viol-count = 0
min_period_ns = 9.78
tightest_slew_ns = 0.922
rsz0062_at_grt = "no"
hold_viol_final = 0
max_freq_ghz = 0.102
unclocked_regs = 41
holdWs_ns = 0.380
untimed_endpoints = 86
slew_viol_final = 0
timing.setup.tns_ns = 0
maxSlewHeadroom_pct = 36.8
skew_ns = 0.00581
fin_crit_sh_pct = 94.1

[cells_and_area]
logic_area_um2 = 4120
fill_cells = 1542
area_growth_pct = 11.3
drive_above_1_share_pct = 8.24
register_area_um2 = 2440

[flow_run]
cap_violations = 0
warnings = 47

[worst_hold_path]
worst_hold_path.num_cells = 0
hp-class = "reg2reg"

[placement]
dp_hpwl_um = 9670
place.port_buffers = 50
finalWeightedCongestion = 0.920

[outcome]
outcome = "completed"
-- critical path: cells and delay by family --
kind                     cells  cell delay [ns]
adder cells (fa/ha/maj)      4             0.98
AND-OR/OR-AND                7             1.72
buffers and inverters        5             1.41
AND/OR/NAND/NOR              6             1.51
-- registers in the layout, summed over array words and instances (netlist names), 5 cells and up --
signal,flops
BOARD2.I_RS232RX.Bit,5
data_transmit,8
BOARD2.I_BAUDGEN.baudRateReg,16
BOARD2.I_RS232RX.RxData,8
BOARD2.I_RS232RX.Read_data,8
BOARD1.I_RS232TX.in_data,8
BOARD1.I_RS232TX.Bit,5
BOARD1.I_BAUDGEN.baudRateReg,16
-- metrics by stage --
| stage | instance area, µm² | worst slack [ns] | instances | total power, W | utilization (%) |
|---|---|---|---|---|---|
| 4_1_cts | 7740 | 0.685 | 1009 | 0.000560 | 46.2 |
| 6_report | 7740 | 0.616 | 1009 | 0.000553 | 46.2 |
| 3_3_place_gp | 7590 | 0.744 | 1001 | 0.000383 | 45.3 |
| 3_5_place_dp | 7590 | 0.691 | 1001 | 0.000385 | 45.3 |
| 5_1_grt | 7740 | 0.147 | 1009 | 0.000584 | 46.2 |
| 2_1_floorplan | 7000 | 2.48 | 765 | 0.000323 | - |
-- placed cells by master, fill, tap and decap left out, types with 24 or more instances in the layout --
cell type	instances
clkdlybuf4s50_1	50
a21oi_1	38
dfrtp_1	34
nor2_1	60
edfxtp_1	37
ha_1	40
xnor2_1	24
inv_1	46
nand3_1	29
nand2_1	46
-- cell families after synthesis --
logic type,count (synthesis),share of synthesized area (%)
flip-flops,93,34.8
latches,1,0.216
XOR/XNOR,41,5.16
other,2,0.108
adder cells (fa/ha/maj),42,7.48
buffers and inverters,93,6.46
multiplexers,24,3.60
AND-OR/OR-AND,193,21.8
AND/OR/NAND/NOR,265,20.4
-- power by group through the flow --
stage | Combinational (W) | Sequential (W) | Clock [W]
4_1_cts | 0.000174 | 0.000208 | 0.000178
5_1_grt | 0.000192 | 0.000208 | 0.000184
6_report | 0.000174 | 0.000208 | 0.000171
-- cell type report --
cell class / instances / area share, %
Timing Repair Buffer: 56 / 7.05
Tap cell: 220 / 3.56
Sequential cell: 94 / 31.5
Inverter: 53 / 2.67
Clock buffer: 5 / 1.62
Clock inverter: 3 / 0.372
Multi-Input combinational cell: 578 / 53.3
-- path summary, 6_finish.rpt --
path	startpoint	slack (ns)	to
max in group asynchronous	KEY[0]	7.84	BOARD1.I_BAUDGEN.baudRateReg[0]
min in group asynchronous	KEY[0]	2.21	BOARD1.I_BAUDGEN.baudRateReg[5]
max	SW[6]	0.62	HEX4[2]
min	BOARD1.I_RS232TX.R_edge[0]	0.38	BOARD1.I_RS232TX.R_edge[1]
max reg2reg	BOARD2.I_BAUDGEN.baudRateReg[2]	8.82	BOARD2.I_BAUDGEN.baudRateReg[15]
min reg2reg	BOARD1.I_RS232TX.R_edge[0]	0.38	BOARD1.I_RS232TX.R_edge[1]
-- routing by layer --
| metal | part of all wire [%] | routed length [µm] |
|---|---|---|
| met5 | 0 | 0 |
| met1 | 52 | 6760 |
| met3 | 3.5 | 452 |
| met4 | 0.38 | 49 |
| met2 | 44 | 5700 |
No activity file was given, so power comes from the tool's default toggle rates.
