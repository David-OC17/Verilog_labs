==> /design/flow/config.mk <==
export PLATFORM = sky130hd
export DESIGN_NAME = top_level_pwm_wr
export DESIGN_NICKNAME = top_level_pwm_wr
export VERILOG_FILES = /design/flow/design.v
export SDC_FILE = /design/flow/constraint.sdc
export NUM_CORES = 4
export LEC_CHECK = 1
export CORE_UTILIZATION = 30
==> /design/flow/constraint.sdc <==
current_design top_level_pwm_wr

set clk_period 9.3
set clk_io_pct 0.2

create_clock -name clk0 -period $clk_period [get_ports {MAX10_CLK1_50}]

set non_clock_inputs [all_inputs -no_clocks]
set_input_delay [expr $clk_period * $clk_io_pct] -clock clk0 $non_clock_inputs
set_output_delay [expr $clk_period * $clk_io_pct] -clock clk0 [all_outputs]
==> /design/flow/design.v <==
module segmentos_7(
	input [7:0] data_segmentos_in,
	output reg [6:0] data_segmentos_out
);
always @(*)
begin
	case(data_segmentos_in)
		0:
			data_segmentos_out = 7'h40;
		1:
			data_segmentos_out = 7'h79;
		2:
			data_segmentos_out = 7'h24;
		3:
			data_segmentos_out = 7'h30;
		4:
			data_segmentos_out = 7'h19;
		5:
			data_segmentos_out = 7'h12;
		6:
			data_segmentos_out = 7'h02;
		7:
			data_segmentos_out = 7'h78;
		8:
			data_segmentos_out = 7'h00;
		9:
			data_segmentos_out = 7'h18;
		default:
			data_segmentos_out = 7'h7E;
	endcase
end
endmodule
module cmp(
	input [31:0] counter_in,
	input [7:0] sw_input,
	output reg pwm_out  
);
wire [31:0] comp;
assign comp = sw_input >= 180 ? 120_000 : (500 * sw_input)  + 30_000; 
always @(*)
begin 
	if(comp > counter_in)
		pwm_out <= 1;
	else 
		pwm_out <= 0;
end 
endmodule 
module counter #(
parameter clk_freq = 50_000_000,
parameter counter_max = clk_freq / 50)(
	input clk,
			rst_n_a,
	output reg [31:0] counter_out  
);
always @(posedge clk or negedge rst_n_a)
begin
	if(!rst_n_a)
	begin
		counter_out <= 0;
	end
	else 
		begin
			if(counter_out >= counter_max - 1)
			begin
				counter_out <= 32'd0;
			end 
			else
				counter_out <= counter_out + 32'd1;
		end 
end
endmodule 
module top_level_pwm(
	input clk,
			rst_n_a,
	input [7:0] sw_grados,
	output wire pwm_pin,
	output wire [6:0] wire_unidades, wire_decenas, wire_centenas
);
wire [31:0] counter_out_wire;
counter  counter_pwm(
	.clk(clk),
	.rst_n_a(rst_n_a),
	.counter_out(counter_out_wire)
);
cmp cmp_pwm(
	.counter_in(counter_out_wire),
	.sw_input(sw_grados),
	.pwm_out(pwm_pin)
);
reg [3:0] unidades;
reg [3:0] decenas;
reg [2:0] centenas;
always @(sw_grados) begin
	unidades = sw_grados % 10;
	decenas = (sw_grados / 10) % 10;
	centenas = (sw_grados / 100) % 100;
end
segmentos_7 UNIDADES(
	.data_segmentos_in(unidades),
	.data_segmentos_out(wire_unidades)
);
segmentos_7 DECENAS(
	.data_segmentos_in(decenas),
	.data_segmentos_out(wire_decenas)
);
segmentos_7 CENTENAS(
	.data_segmentos_in(centenas),
	.data_segmentos_out(wire_centenas)
);
endmodule 
module top_level_pwm_wr(
	input MAX10_CLK1_50,
	input [1:0] KEY,
	input [7:0] SW,
	output [6:0] HEX0, HEX1, HEX2,
	output [9:0] ARDUINO_IO
);
top_level_pwm wr_top_level(
	.clk(MAX10_CLK1_50),
	.rst_n_a(KEY[0]),
	.sw_grados(SW),
	.wire_unidades(HEX0),
	.wire_decenas(HEX1),
	.wire_centenas(HEX2),
	.pwm_pin(ARDUINO_IO[0])
);
endmodule 
==> /design/flow/run.sh <==
#!/bin/bash
# OpenROAD 26Q1-2900-gdf79404cd8, Yosys 0.63+post, stock flow scripts
make -C /OpenROAD-flow-scripts/flow DESIGN_CONFIG=/design/flow/config.mk WORK_HOME=/design/flow/orfs finish
==> metrics.csv <==
stage,metric,value,unit
status,status,finished clean,
global_route,Global Route Usage Sum,15.8,%
cts,Num CTS Buffers,5,
power_and_ir_drop,total power,0.00208,W
sta,clk_skew,0.00198,ns
floorplanning,I/O pins,42,
global_route,pin count of the biggest net entering global routing,33,
route,First DRT Iteration DRCs,303,
floorplanning,core footprint,21000,µm²
cts,clock slew at reported path FFs,0.05,ns
synth,biggest area cells,"ha_1, dfrtp_1, fa_1",
layout,Top reg by flops,wr_top_level.counter_pwm.counter_out,
synth,Syn Inst Count,788,
power_and_ir_drop,worst vdd ir,0.000227,V
sta,Worst Tran Pin Value,0.528,ns
place,pre-CTS setup slack,-0.869,ns
critical_path,"most used cell, CP",buf_4,
sta,period utilisation layout,97.8,%
synth,Post-synth EDFFs,0,
place,Routability Congestion,0.907,
layout,most frequent cells in the layout,"buf_4, ha_1, nor2_1",
power_and_ir_drop,Seq pwr share,6.9,%
synth,yosys stat area,6400,µm²
route,DRT Pass-1 Iters,5,
cts,CTS tree,built,
synth,Post-Syn Area,6400,µm²
power_and_ir_drop,Sw Pwr,0.000848,W
flow_run,maxcap violations,0,
floorplanning,DIE WIDTH,148,µm
sta,final worst slack,0.204,ns
layout,Layout fillers,1932,
route,DRC violations left,0,
sta,Slew HR,64.6,%
place,hpwl dp,13700,µm
power_and_ir_drop,sw frac,40.7,%
synth,Mapped Avg Cell Area,8.12,µm²
power_and_ir_drop,Logic pwr share,84.5,%
synth,Synth area leader,ha_1,
layout,Layout area overhead,52.7,%
critical_path,largest stage delay on the critical path,0.57,ns
power_and_ir_drop,cell-internal power,0.00124,W
critical_path,crit path launch type,input port,
synth,Synth top area share,17.6,%
power_and_ir_drop,clock network fraction of design power,8.6,%
synth,Synth Seq Share,12.5,%
cts,CTS root buf,clkbuf_16,
sta,# setup viols final,0,
critical_path,crit path DRT,7.44,ns
synth,Main synth FF type,dfrtp_1,
sta,RSZ-0062 raised after global routing,yes,
route,vias post-DR,6604,
critical_path,Crit. End Element,output port,
place,IO buf count,30,
layout,top flop regs,wr_top_level.counter_pwm.counter_out (32),
global_route,initial antenna violation count,0,
sta,final slew viol count,0,
route,antenna-violating nets left,0,
sta,Fin. Hold Viols,0,
sta,Final Critical Period,9.10,ns
critical_path,CP Max Fanout,8,
min_path,HP Class,flip-flop to flip-flop,
global_route,grt total ovfl,0,
cts,clk buf depth,2,
synth,synth warn,16,
route,final WL,17200,µm
cts,H-tree depth,2,
route,vias per std cell,4.91,
global_route,first-pass GRT wire length,28300,µm
power_and_ir_drop,P_leak,4.37,nW
cts,Hold Buf Count CTS,0,
floorplanning,die area,21900,µm²
floorplanning,Pre-Place Util,30.5,%
route,final antenna diode count,0,
cts,clk latency of the worst-skew pair,0.27,ns
route,post-DR wirelength/cell,12.8,µm
synth,Netlist cell types,92,
critical_path,CP max-delay cell,or4_4,
floorplanning,Die Y,148,µm
critical_path,critical path arrival,7.24,ns
power_and_ir_drop,PwrDens,213,nW/µm²
layout,number of flip-flops in the largest register,32,
synth,# Cells Yosys,788,
layout,share of layout cells above drive strength 1,38.4,%
cts,clock tree sinks,32,
global_route,vias in the first global route,6016,
flow_run,OpenROAD warning count,60,
floorplanning,Rows,53,
layout,most numerous logic cell after layout,buf_4,
critical_path,Setup Crit Path Kind,input port to output port,
synth,Synth async-reset ratio,100,%
synth,count of state elements after synthesis,32,
sta,fmax,110,MHz
sta,WHS,0.512,ns
cells in the mapped netlist (all sizes together), types with 3 or more instances:
| library cell | count |
|---|---|
| o211ai | 13 |
| and3 | 9 |
| a221oi | 3 |
| fa | 22 |
| o22ai | 3 |
| a21oi | 41 |
| a41oi | 4 |
| nor2 | 79 |
| xor2 | 8 |
| o2111ai | 3 |
| a211oi | 13 |
| a31oi | 11 |
| ha | 90 |
| clkbuf | 12 |
| a22oi | 8 |
| o32ai | 3 |
| xnor2 | 45 |
| nor3 | 23 |
| o21bai | 8 |
| nor3b | 3 |
| or4 | 4 |
| a22o | 3 |
| nor4 | 18 |
| a21o | 16 |
| nor2b | 3 |
| nand3 | 24 |
| o311a | 3 |
| and2 | 9 |
| o31a | 4 |
| a2111oi | 3 |
| o211a | 3 |
| o311ai | 6 |
| o21a | 7 |
| nand4 | 7 |
| buf | 26 |
| inv | 73 |
| nand2 | 60 |
| mux2i | 9 |
| or3 | 5 |
| dfrtp | 32 |
| nand2b | 6 |
| and4 | 4 |
| o31ai | 6 |
| o21ai | 34 |
final cells by class:
| class | instances | area (µm²) | area share [%] |
|---|---|---|---|
| tap | 275 | 344 | 3.52 |
| inverter | 73 | 284 | 2.91 |
| clock buffer | 6 | 129 | 1.32 |
| clock inverter | 2 | 35.0 | 0.358 |
| sequential | 32 | 801 | 8.19 |
| timing repair buffer | 291 | 2360 | 24.2 |
| multi-input combinational | 666 | 5820 | 59.5 |
metal layers:
layer  part of all wire, %  GRT usage, %  wire length, µm  vias to the layer above
li1                      -             -                -                     3381
met1                    50          24.3             8680                     3086
met2                    45          25.2             7670                      126
met3                   4.1          1.35              700                       11
met4                  0.92          1.34              158                        0
met5                     0             0                0                        -
through the flow:
step / TNS, ns / cells / instance area, µm² / util, %
final: 0 / 1345 / 9770 / 46.6
after global routing: -0.128 / 1345 / 9770 / 46.6
after CTS: 0 / 1327 / 9250 / 44.1
after detailed placement: -11.32 / 1299 / 8580 / 40.9
after global placement: -11.24 / 1299 / 8580 / 40.9
after floorplan: 0 / 809 / 6480 / -
path summary, 6_finish.rpt:
check / startpoint / endpoint / slack (ns) / depth (start not counted)
max in group asynchronous: KEY[0] / wr_top_level.counter_pwm.counter_out[5] / 7.03 / 2
min reg2reg: wr_top_level.counter_pwm.counter_out[0] / wr_top_level.counter_pwm.counter_out[0] / 0.51 / 1
min in group asynchronous: KEY[0] / wr_top_level.counter_pwm.counter_out[24] / 1.98 / 2
max: SW[2] / HEX1[2] / 0.20 / 27
min: wr_top_level.counter_pwm.counter_out[0] / wr_top_level.counter_pwm.counter_out[0] / 0.51 / 1
max reg2reg: wr_top_level.counter_pwm.counter_out[2] / wr_top_level.counter_pwm.counter_out[10] / 7.09 / 9
power groups by stage:
stage,Sequential [W],Combinational [W],Clock [W]
after global routing,0.000143,0.00196,0.000190
final,0.000143,0.00176,0.000180
after CTS,0.000143,0.00159,0.000182
worst max-delay path: cells and delay by family:
| kind | cells | cell delay [ns] |
|---|---|---|
| xor+xnor | 2 | 0.28 |
| buf+inv | 8 | 1.48 |
| fa+ha+maj | 2 | 0.30 |
| simple gates | 6 | 1.68 |
| compound gates | 9 | 1.64 |
what timing repair did:
action	in CTS	in global routing
pin swaps	45	70
endpoints found under the hold margin	0	0
buffers inserted	20	19
gates resized	90	103
endpoints found under the setup margin	15	15
kinds of logic (layout without fill, tap and decap cells):
kind of cell               count (synthesis)  in the layout  synth area share (%)
xor gates and xnor gates                  53             53                  7.25
DFF                                       32             32                  12.5
other                                      1             22                0.0586
adders and majority gates                112            112                  24.5
muxes                                     11             11                  1.76
AOI/OAI and AO/OA                        210            210                  25.4
and+or+nand+nor                          258            258                  20.5
buffers and inverters                    111            372                  8.10
Power and IR drop assume default switching activity.
