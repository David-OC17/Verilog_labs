[./run.sh]
#!/bin/bash
# OpenROAD 26Q1-2900-gdf79404cd8, Yosys 0.63+post, stock flow scripts
make -C /OpenROAD-flow-scripts/flow DESIGN_CONFIG=/design/flow/config.mk WORK_HOME=/design/flow/orfs finish
[./config.mk]
export PLATFORM = sky130hd
export DESIGN_NAME = two_boards_DE10_Lite_wr
export DESIGN_NICKNAME = two_boards_DE10_Lite_wr
export VERILOG_FILES = /design/flow/design.v
export SDC_FILE = /design/flow/constraint.sdc
export NUM_CORES = 4
export LEC_CHECK = 1
export CORE_UTILIZATION = 40
[./constraint.sdc]
current_design two_boards_DE10_Lite_wr

set clk_period 7.8
set clk_io_pct 0.2

create_clock -name clk0 -period $clk_period [get_ports {MAX10_CLK1_50}]

set non_clock_inputs [all_inputs -no_clocks]
set_input_delay [expr $clk_period * $clk_io_pct] -clock clk0 $non_clock_inputs
set_output_delay [expr $clk_period * $clk_io_pct] -clock clk0 [all_outputs]
[./design.v]
module segmentos_7(
	input [7:0] data_segmentos_in,
	output reg [6:0] data_segmentos_out
);
always @(*)
begin
	case(data_segmentos_in)
		0:
			data_segmentos_out = 7'h40;
		1:
			data_segmentos_out = 7'h79;
		2:
			data_segmentos_out = 7'h24;
		3:
			data_segmentos_out = 7'h30;
		4:
			data_segmentos_out = 7'h19;
		5:
			data_segmentos_out = 7'h12;
		6:
			data_segmentos_out = 7'h02;
		7:
			data_segmentos_out = 7'h78;
		8:
			data_segmentos_out = 7'h00;
		9:
			data_segmentos_out = 7'h18;
		default:
			data_segmentos_out = 7'h7E;
	endcase
end
endmodule
module TOP(
    	Clk                     ,
    	Rst_n                   ,   
   	Rx                      ,    
    	Tx                      ,
		RxData		            ,
		TxData 
);
input           Clk             ;  
input           Rst_n           ;  
input           Rx              ;  
input [7:0]     TxData          ;  
output          Tx              ;  
output [7:0]    RxData          ;  
wire          	RxDone          ;  
wire          	TxDone          ;  
wire            tick		;  
wire          	TxEn            ;
wire 		RxEn		;
wire [3:0]      NBits    	;
wire [15:0]    	BaudRate        ;  
assign 		RxEn = 1'b1	;
assign 		TxEn = 1'b1	;
assign 		BaudRate = 16'd325; 	 
assign 		NBits = 4'b1000	;	 
UART_rs232_rx I_RS232RX(
    	.Clk(Clk)             	,
   	.Rst_n(Rst_n)         	,
    	.RxEn(RxEn)           	,
    	.RxData(RxData)       	,
    	.RxDone(RxDone)       	,
    	.Rx(Rx)               	,
    	.Tick(tick)           	,
    	.NBits(NBits)
    );
UART_rs232_tx I_RS232TX(
   	.Clk(Clk)            	,
    	.Rst_n(Rst_n)         	,
    	.TxEn(TxEn)           	,
    	.TxData(TxData)      	,
   	.TxDone(TxDone)      	,
   	.Tx(Tx)               	,
   	.Tick(tick)           	,
   	.NBits(NBits)
    );
UART_BaudRate_generator I_BAUDGEN(
    	.Clk(Clk)               ,
    	.Rst_n(Rst_n)           ,
    	.Tick(tick)             ,
    	.BaudRate(BaudRate)
    );
endmodule
module UART_BaudRate_generator(
    Clk                   ,
    Rst_n                 ,
    Tick                  ,
    BaudRate
    );
input           Clk                 ;  
input           Rst_n               ;  
input [15:0]    BaudRate            ;  
output          Tick                ;  
reg [15:0]      baudRateReg         ;  
always @(posedge Clk or negedge Rst_n)
    if (!Rst_n) baudRateReg <= 16'b1;
    else if (Tick) baudRateReg <= 16'b1;
         else baudRateReg <= baudRateReg + 1'b1;
assign Tick = (baudRateReg == BaudRate);
endmodule
module UART_rs232_rx (Clk,Rst_n,RxEn,RxData,RxDone,Rx,Tick,NBits);		 
input Clk, Rst_n, RxEn,Rx,Tick;		 
input [3:0]NBits;			 
output RxDone;				 
output [7:0]RxData;			 
parameter  IDLE = 1'b0, READ = 1'b1; 	 
reg [1:0] State, Next;			 
reg  read_enable = 1'b0;		 
reg  start_bit = 1'b1;			 
reg  RxDone = 1'b0;			 
reg [4:0]Bit = 5'b00000;		 
reg [3:0] counter = 4'b0000;		 
reg [7:0] Read_data= 8'b00000000;	 
reg [7:0] RxData;			 
always @ (posedge Clk or negedge Rst_n)			 
begin
if (!Rst_n)	State <= IDLE;				 
else 		State <= Next;				 
end
always @ (State or Rx or RxEn or RxDone)
begin
    case(State)	
	IDLE:	if(!Rx & RxEn)		Next = READ;	  
		else			Next = IDLE;
	READ:	if(RxDone)		Next = IDLE; 	  
		else			Next = READ;
	default 			Next = IDLE;
    endcase
end
always @ (State or RxDone)
begin
    case (State)
	READ: begin
		read_enable <= 1'b1;			 
	      end
	IDLE: begin
		read_enable <= 1'b0;			 
	      end
    endcase
end
always @ (posedge Tick)
	begin
	if (read_enable)
	begin
	RxDone <= 1'b0;							 
	counter <= counter+1;						 
	if ((counter == 4'b1000) & (start_bit))				 
	begin
	start_bit <= 1'b0;
	counter <= 4'b0000;
	end
	if ((counter == 4'b1111) & (!start_bit) & (Bit < NBits))	 
	begin
	Bit <= Bit+1;
	Read_data <= {Rx,Read_data[7:1]};
	counter <= 4'b0000;
	end
	if ((counter == 4'b1111) & (Bit == NBits)  & (Rx))		 
	begin
	Bit <= 4'b0000;
	RxDone <= 1'b1;
	counter <= 4'b0000;
	start_bit <= 1'b1;						 
	end
	end
end
always @ (posedge Clk)
begin
if (NBits == 4'b1000)
begin
RxData[7:0] <= Read_data[7:0];	
end
if (NBits == 4'b0111)
begin
RxData[7:0] <= {1'b0,Read_data[7:1]};	
end
if (NBits == 4'b0110)
begin
RxData[7:0] <= {1'b0,1'b0,Read_data[7:2]};	
end
end
endmodule
module UART_rs232_tx (Clk,Rst_n,TxEn,TxData,TxDone,Tx,Tick,NBits);	 
input Clk, Rst_n, TxEn,Tick;	 
input [3:0]NBits;		 
input [7:0]TxData;		 
output Tx;
output TxDone;
parameter  IDLE = 1'b0, WRITE = 1'b1;	 
reg  State, Next;			 
reg  TxDone = 1'b0;			 
reg  Tx;				 
reg write_enable = 1'b0;		 
reg start_bit = 1'b1;			 
reg stop_bit = 1'b0;			 
reg [4:0] Bit = 5'b00000;		 
reg [3:0] counter = 4'b0000;		 
reg [7:0] in_data=8'b00000000;		 
reg [1:0] R_edge;			 
wire D_edge;				 
always @ (posedge Clk or negedge Rst_n)			 
begin
if (!Rst_n)	State <= IDLE;				 
else 		State <= Next;				 
end
always @ (State or D_edge or TxData or TxDone) 
begin
    case(State)	
	IDLE:	if(D_edge)		Next = WRITE;		 
		else			Next = IDLE;
	WRITE:	if(TxDone)		Next = IDLE;  		 
		else			Next = WRITE;
	default 			Next = IDLE;
    endcase
end
always @ (State)
begin
    case (State)
	WRITE: begin
		write_enable <= 1'b1;	 
	end
	IDLE: begin
		write_enable <= 1'b0;	 
	end
    endcase
end
always @ (posedge Tick)
begin
	if (!write_enable)				 
	begin
	TxDone = 1'b0;
	start_bit <=1'b1;
	stop_bit <= 1'b0;
	end
	if (write_enable)				 
	begin
	counter <= counter+1;				 
	if(start_bit & !stop_bit)			 
	begin
	Tx <=1'b0;					 
	in_data <= TxData;				 
	end		
	if ((counter == 4'b1111) & (start_bit) )	 
	begin		
	start_bit <= 1'b0;
	in_data <= {1'b0,in_data[7:1]};
	Tx <= in_data[0];
	end
	if ((counter == 4'b1111) & (!start_bit) &  (Bit < NBits-1))	 
	begin		
	in_data <= {1'b0,in_data[7:1]};
	Bit<=Bit+1;
	Tx <= in_data[0];
	start_bit <= 1'b0;
	counter <= 4'b0000;
	end	
	if ((counter == 4'b1111) & (Bit == NBits-1) & (!stop_bit))	 
	begin
	Tx <= 1'b1;	
	counter <= 4'b0000;	
	stop_bit<=1'b1;
	end
	if ((counter == 4'b1111) & (Bit == NBits-1) & (stop_bit) )	 
	begin
	Bit <= 4'b0000;
	TxDone <= 1'b1;
	counter <= 4'b0000;
	end
	end
end
always @ (posedge Clk or negedge Rst_n)
begin
	if(!Rst_n)
	begin
	R_edge <= 2'b00;
	end
	else
	begin
	R_edge <={R_edge[0], TxEn};
	end
end
assign D_edge = !R_edge[1] & R_edge[0];
endmodule
module two_boards_DE10_Lite_wr(
	input       MAX10_CLK1_50,  
	input [9:0] SW,    
	input [1:0] KEY,  
	inout [9:0] ARDUINO_IO,  
	output   [9:0]   LEDR,
	output [6:0] HEX0, HEX1, HEX2, HEX3, HEX4, HEX5
);
reg [7:0] data_transmit;
wire [7:0] received_data;  
reg [3:0] RECEIVER_units;
reg [3:0] RECEIVER_tens;
reg [2:0] RECEIVER_hundreds;
always @(received_data) begin
	RECEIVER_units = received_data % 10;
	RECEIVER_tens = (received_data / 10) % 10;
	RECEIVER_hundreds = (received_data / 100) % 100;
end
segmentos_7 RECEIVER_DISPLAY1(
	.data_segmentos_in(RECEIVER_units),
	.data_segmentos_out(HEX0)
);
segmentos_7 RECEIVER_DISPLAY2(
	.data_segmentos_in(RECEIVER_tens),
	.data_segmentos_out(HEX1)
);
segmentos_7 RECEIVER_DISPLAY3(
	.data_segmentos_in(RECEIVER_hundreds),
	.data_segmentos_out(HEX2)
);
reg [3:0] TRANSMITER_units;
reg [3:0] TRANSMITER_tens;
reg [2:0] TRANSMITER_hundreds;
always @(SW[7:0]) begin
	TRANSMITER_units = SW[7:0] % 10;
	TRANSMITER_tens = (SW[7:0] / 10) % 10;
	TRANSMITER_hundreds = (SW[7:0] / 100) % 100;
end
segmentos_7 TRANSMITER_DISPLAY1(
	.data_segmentos_in(TRANSMITER_units),
	.data_segmentos_out(HEX3)
);
segmentos_7 TRANSMITER_DISPLAY2(
	.data_segmentos_in(TRANSMITER_tens),
	.data_segmentos_out(HEX4)
);
segmentos_7 TRANSMITER_DISPLAY3(
	.data_segmentos_in(TRANSMITER_hundreds),
	.data_segmentos_out(HEX5)
);
always @(posedge MAX10_CLK1_50)
begin
	if(SW[9])
		data_transmit = SW[7:0];
	else
		data_transmit = 8'b0;
end
TOP BOARD1(
    	.Clk(MAX10_CLK1_50)      ,
    	.Rst_n(KEY[0])    	    ,   
   	.Rx()                    ,    
    	.Tx(ARDUINO_IO[0])   ,
		.RxData() 		          ,
		.TxData(data_transmit)
);
TOP BOARD2(
    	.Clk(MAX10_CLK1_50)      ,
    	.Rst_n(KEY[0])    	    ,   
   	.Rx(ARDUINO_IO[1])   ,    
    	.Tx()                    ,
		.RxData(received_data)   ,
		.TxData()
);
endmodule
==> summary.txt <==
Notes on the flow run.

- No sink is reached through more buffers than the 2 on the longest clock path.
- 75 I/O pins were placed.
- The area of the mapped netlist is 0.00696 mm2, for reference.
- The total of hold buffers inserted after clock tree synthesis is 0, for reference.
- The die is 134 um wide.
- The cell type contributing the most total cell area after synthesis is sky130_fd_sc_hd__edfxtp_1, for reference.
- The H-tree was split into 2 levels.
- The first error in the log reads "[ERROR RSZ-0074] Failed to build tree from global routes for pin 'ARDUINO_IO[1]' and net 'ARDUINO_IO[1]' at grid (65550, 3450): found route to 5 pins, expected 4".
- Ranked by total cell area, the synthesized netlist is headed by sky130_fd_sc_hd__edfxtp_1, sky130_fd_sc_hd__dfrtp_1, sky130_fd_sc_hd__ha_1.
- Counting every instance in the synthesized netlist gives 754.
- The post-CTS setup buffer count is 0, for reference.
- The height of the chip is 134 um, for reference.
- The cell sitting at the root of the clock tree is a sky130_fd_sc_hd__clkbuf_16.
- The last stage the flow got to is global routing (5_1_grt), for reference.
- The number of unique standard cell types used by synthesis is 98, for reference.
- The number of synthesized register bits is 94, for reference.
- The number of enable flip-flop cells is 37, for reference.
- After floorplanning, the core was divided into 47 placement rows.
- The congestion estimate from routability-driven global placement came to 0.885.
- The top-area cell type share of the netlist area is 0.160, for reference.
- The maximum number of pins on one net before global-route repair is 38, for reference.
- The async set or reset register ratio after synthesis is 0.394, for reference.
- The timer found 41 register pins that no clock reaches; their paths are not timed.
- Once detailed placement completed, the half-perimeter wirelength came to 10200 um.
- The number of unconstrained endpoints is 96, for reference.
- The post-synthesis cell count from yosys is 754, for reference.
- Prior to clock tree synthesis, the placed netlist has a worst setup slack of 0.0522 ns.
- The number of buffers added by the clock tree synthesis step is 5, for reference.
- The number of warnings issued by yosys is 21, for reference.
- The synthesized area per cell is 9.23 um2, for reference.
- The commonest register cell is sky130_fd_sc_hd__edfxtp_1.
- The yosys stat chip area is 0.00696 mm2, for reference.
- The starting utilization of the core area is 0.415, for reference.
- The count of input and output buffers is 50, for reference.
- The post-cts resize count is 0, for reference.
- The run stopped with a tool error.
## Yosys cell counts (all sizes together), types with 5 or more instances
library cell / n
a311oi: 9
nor2b: 9
dfrtp: 34
dfxtp: 19
mux2i: 16
nand2b: 17
nand4: 5
ha: 40
xor2: 17
a211o: 9
mux2: 8
a21oi: 40
o22ai: 6
xnor2: 24
o21a: 10
edfxtp: 37
a21o: 6
o211ai: 5
o21ai: 32
a221oi: 5
inv: 51
a211oi: 7
a21boi: 7
buf: 29
o31ai: 6
nor3: 23
or3: 5
nand3: 30
and2: 19
clkbuf: 11
nor2: 63
and3: 17
nand2: 48
## cells by family after synthesis
kind of cell	count (synthesis)	synth area share
other cells	2	0.00108
mux	24	0.0360
latches	1	0.00216
flops	93	0.348
simple gates	265	0.204
xor+xnor	41	0.0516
compound gates	193	0.218
buf+inv	93	0.0646
fa+ha+maj	42	0.0748
## per-stage QoR
stage                     hold slack (ns)  cell area (um2)  std cells
after CTS                           0.385             7940       1037
after detailed placement            0.365             7800       1029
after global placement              0.365             7800       1029
after floorplan                     0.355             7000        765
